$ cat flow/config.mk
export PLATFORM = sky130hd
export DESIGN_NAME = ExtendedHammingDecoder
export DESIGN_NICKNAME = ExtendedHammingDecoder
export VERILOG_FILES = /design/flow/design.v
export SDC_FILE = /design/flow/constraint.sdc
export NUM_CORES = 4
export LEC_CHECK = 1
export CORE_UTILIZATION = 50
$ cat flow/constraint.sdc
current_design ExtendedHammingDecoder

set clk_period 11.4
set clk_io_pct 0.2

create_clock -name clk0 -period $clk_period [get_ports {clk}]

set non_clock_inputs [all_inputs -no_clocks]
set_input_delay [expr $clk_period * $clk_io_pct] -clock clk0 $non_clock_inputs
set_output_delay [expr $clk_period * $clk_io_pct] -clock clk0 [all_outputs]
$ cat flow/design.v
`timescale 1ns / 1ps
module ExtendedHammingDecoder(
    input wire clk,
    input wire reset,
    input wire serial_in,        
    output reg [63:0] data_out,  
    output reg error_detected,   
    output reg error_corrected,  
    output reg frequent_errors   
);
    parameter TOTAL_BITS = 72;  
    reg [TOTAL_BITS-1:0] data_register;  
    reg [6:0] bit_count;  
    reg [6:0] correctable_errors_history;    
    reg [6:0] non_correctable_errors_history;  
    reg [6:0] H[6:0];  
    initial begin
        H[0] = 7'b1010101;  
        H[1] = 7'b1100110;
        H[2] = 7'b1111000;
        H[3] = 7'b1111111;  
        H[4] = 7'b1011011;
        H[5] = 7'b1101101;
        H[6] = 7'b1001100;
    end
    integer i;  
    function integer count_set_bits(input reg [6:0] bits);
        integer count, j;
        begin
            count = 0;
            for (j = 0; j < 7; j = j + 1) begin
                if (bits[j] == 1'b1)
                    count = count + 1;
            end
            count_set_bits = count;
        end
    endfunction
    always @(posedge clk or posedge reset) begin
        if (reset) begin
            data_register <= 0;
            bit_count <= 0;
            data_out <= 0;
            error_detected <= 0;
            error_corrected <= 0;
            frequent_errors <= 0;
            correctable_errors_history <= 0;
            non_correctable_errors_history <= 0;
        end else if (bit_count < TOTAL_BITS) begin
            data_register <= {data_register[TOTAL_BITS-2:0], serial_in};  
            bit_count <= bit_count + 1;
        end else begin
            perform_error_check(data_register);
            correctable_errors_history <= (correctable_errors_history << 1) | error_corrected;
            non_correctable_errors_history <= (non_correctable_errors_history << 1) | (error_detected & ~error_corrected);
            frequent_errors <= (count_set_bits(correctable_errors_history) >= 4) ||
                               (count_set_bits(non_correctable_errors_history) >= 3);
            bit_count <= 0;
        end
    end
    task perform_error_check(input [TOTAL_BITS-1:0] codeword);
        integer i;
        reg [6:0] syndrome;
        begin
            syndrome = 0;
            for (i = 0; i < 7; i=i+1) begin
                syndrome[i] = ^ (codeword & H[i]);
            end
            if (syndrome != 0) begin
                error_detected <= 1;
                if (syndrome < TOTAL_BITS) begin
                    codeword[syndrome - 1] = ~codeword[syndrome - 1];  
                    error_corrected <= 1;
                end else begin
                    error_corrected <= 0;  
                end
            end else begin
                error_detected <= 0;
                error_corrected <= 0;
            end
            data_out <= codeword[TOTAL_BITS-1:8];  
        end
    endtask
endmodule
$ cat flow/run.sh
#!/bin/bash
# OpenROAD 26Q1-2900-gdf79404cd8, Yosys 0.63+post, stock flow scripts
make -C /OpenROAD-flow-scripts/flow DESIGN_CONFIG=/design/flow/config.mk WORK_HOME=/design/flow/orfs finish
==> metrics.log <==
[flow] collecting metrics
INFO  metric run_status = finished clean
INFO  metric maxClockFrequency = 175.2 MHz
INFO  metric ant_nets = 0
INFO  metric setup_viol = 0
INFO  metric synth_sequential_area_ratio = between 40 and 50%
INFO  metric setup_tns_after_final_layout = 0 ns
INFO  metric drt_wl_total = 27170 um
INFO  metric timing.critical_path.required = about 12 ns
INFO  metric grt_setup_unrepaired = no
INFO  metric cts-resized-gates = 0
INFO  metric report.power.total = approximately 0.0017 W
INFO  metric post_synth_fa_ha_maj_area_fraction = between 3 and 4%
INFO  metric drc = 0
INFO  metric clock_skew = around 0.015 ns
INFO  metric clkSinkCount = 160
INFO  metric number_of_distinct_standard_cells_referenced_by_the_synthesized_netlist = 84
INFO  metric fillerInstances = 1653
INFO  metric worstHoldPathType = reg -> reg
INFO  metric leakage_component_of_the_power = 5.055 nW
INFO  metric layout_worst_path_cycle_share = 50.08%
INFO  metric crit-reg2reg-launch = data_register[6]$_DFFE_PP0P_
INFO  metric dr_total_vias = roughly 8100
INFO  metric synthToLayoutAreaGrowth = 14.68%
INFO  metric floorplan.io_pins = about 70
INFO  metric yosys_cells = 1080
INFO  metric hold-path-cell-count = 1
INFO  metric post_cts_buffers = 0
INFO  metric clock_tree.root_cell = sky130_fd_sc_hd__clkbuf_16
INFO  metric tritoncts = done
INFO  metric post_synth_xor_area_fraction = about 6.5%
INFO  metric rows = approximately 50
INFO  metric clock_path_buffers = 2
INFO  metric tightest_slew = about 0.99 ns
INFO  metric timing_worst_setup_path_type = reg -> reg
INFO  metric number_of_enable_type_register_cells_in_the_synthesized_netlist = 0
INFO  metric share_seq_of_total_power = 35.3%
INFO  metric reg2reg_slack = between 5 and 6 ns
INFO  metric timing.critical_path.slowest_stage_cell = sky130_fd_sc_hd__a211oi_4
INFO  metric grtUsageTotal = roughly 30%
INFO  metric min_to = bit_count[0]$_DFF_PP0_
INFO  metric cts_buffers = 17
INFO  metric final_util = between 50% and 60%
INFO  metric number_of_global_route_vias_before_repair = between 7000 and 8000
INFO  metric critical-path-max-stage-delay = 0.85 ns
INFO  metric detailedPlacementHpwl = 18260 um
INFO  metric synthTopLogicFamily = simple AND/OR/NAND/NOR gates
INFO  metric grt-ovfl-total = 0
INFO  metric critical_path.endpoint_type = flop
INFO  metric average_wire_per_cell_in_the_routed_design = about 20 um
INFO  metric io_buffers = 69
INFO  metric share_comb_of_total_power = around 31%
INFO  metric and_or_or_and_share_of_the_synthesized_area = 18.93%
INFO  metric timing.reg2reg.worst_path_depth = 11
INFO  metric maxSlewHeadroom = approximately a third
INFO  metric detailedRoute.firstPassIterationCount = 5
INFO  metric die_area = 0.01990 mm^2
INFO  metric num_antenna_cells = 0
INFO  metric p_int = 0.001010 W
INFO  metric critical_path_peak_fanout = 20
INFO  metric grt_antenna_before_repair = 0
INFO  metric global_route_wire_length_before_repair = around 44000 um
INFO  metric post_cts_hold_buffer_count = 0
INFO  metric synthesis.area = slightly below 0.01 mm^2
INFO  metric share_clk_of_total_power = between 30% and 40%
INFO  metric syn_area_per_cell = 8.954 um^2
INFO  metric drt_first_iter_violations = roughly 730
INFO  metric gp_congestion = roughly 0.95
INFO  metric die-width = 141.1 um
INFO  metric cap_viol_max_count = 0
INFO  metric die_h = 141.1 um
INFO  metric avgViaCountPerCell = 5.860
INFO  metric ys_ff = 160
INFO  metric worstSetupStartpointType = flop
INFO  metric post_route_cells_drive_above_1_share = 10.10%
INFO  metric tool_warnings = 29
INFO  metric fp.coreArea = 0.01883 mm^2
INFO  metric floorplan.core_util = 51.36%
INFO  metric layout_min_cycle_time = 5.709 ns
INFO  metric final_hold_viol_count = 0
INFO  metric htree_levels = 4
INFO  metric synth_async_sr_flop_share = 100.0%
INFO  metric synth-area-yosys = 0.009671 mm^2
INFO  metric worst-endpoint-arrival = a little over 6 ns
INFO  metric cp_cell_sequence = xnor2_4, xnor2_4, inv_4, ha_1, nor4_1, nand2_1, ha_1, or4_1, a211oi_4, nand2_1, o41ai_1
INFO  metric top_flip_flop_cell_by_instance_count_after_synthesis = sky130_fd_sc_hd__dfrtp_1
INFO  metric syn-instance-count = around 1100
INFO  metric grt_start_max_net_pins = between 70 and 80
INFO  metric sw_frac_of_total = between 30% and 40%
INFO  metric warning_count_from_the_yosys_run = 1
INFO  metric ys_sh_simple = 22.03%
INFO  metric yosys-mux-area-fraction = 3.519%
INFO  metric regToRegEndpoint = data_out[34]$_DFFE_PP0N_
INFO  metric clk_pin_slew_worst_paths = approximately 0.080 ns
INFO  metric final_max_tran_viols = 0
INFO  metric total_switching_power = ~0.00067 W
INFO  metric peakVddDrop = 125.0 uV
INFO  metric power_per_cell_area = around 150 mW/mm^2
INFO  metric min-delay-start = bit_count[0]$_DFF_PP0_
INFO  metric clock.latency.late_pin = between 0.4 and 0.5 ns
## stage by stage
step / cell area [um^2] / worst slack (ns) / hold WS (ns) / cells
2_1_floorplan: 9671 / 4.800 / 0.4239 / 1080
3_3_place_gp: 10510 / 5.898 / 0.4477 / 1357
3_5_place_dp: 10510 / 5.746 / 0.4513 / 1357
4_1_cts: 11090 / 5.768 / 0.4673 / 1389
5_1_grt: 11090 / 5.423 / 0.4726 / 1389
6_report: 11090 / 5.691 / 0.4635 / 1389
## area by class of cell
type                            instances  area, um^2  share of cell area (%)
Clock inverter                         15       160.2                   1.444
Timing Repair Buffer                   91       855.8                   7.717
Sequential cell                       160        4004                   36.10
Inverter                               15       63.81                  0.5754
Multi-Input combinational cell        831        5256                   47.39
Tap cell                              260       325.3                   2.933
Clock buffer                           17       425.4                   3.836
## kinds of logic (layout without fill, tap and decap cells)
group,Yosys count,count (layout)
AND-OR/OR-AND,261,261
XOR/XNOR,50,50
adder cells (fa/ha/maj),24,24
buffers and inverters,89,138
flip-flops,160,160
multiplexers,31,31
AND/OR/NAND/NOR,465,465
## synth_stat cells (16+ instances only)
cell                         n  area (um^2)
sky130_fd_sc_hd__clkbuf_1   42        157.7
sky130_fd_sc_hd__xor2_1     17        148.9
sky130_fd_sc_hd__and3_1     17        106.4
sky130_fd_sc_hd__o41ai_1    16        140.1
sky130_fd_sc_hd__ha_1       23        287.8
sky130_fd_sc_hd__mux2i_1    25        250.2
sky130_fd_sc_hd__a31oi_1    46        287.8
sky130_fd_sc_hd__a211oi_1   17        127.6
sky130_fd_sc_hd__nand3_1    36        180.2
sky130_fd_sc_hd__nor2_1     42        157.7
sky130_fd_sc_hd__o21ai_0    44        220.2
sky130_fd_sc_hd__a21oi_1    50        250.2
sky130_fd_sc_hd__dfrtp_1   160         4004
sky130_fd_sc_hd__xnor2_1    20        175.2
sky130_fd_sc_hd__nand2_1   283         1062
## critical path: cells and delay by family (launching register included)
family                     cells  cell delay, ns
AOI/OAI and AO/OA              2            1.16
adders and majority gates      2            0.92
DFF                            1            0.69
xor gates and xnor gates       2            0.73
buffers and inverters          1            0.19
and+or+nand+nor                4            1.89
## per-layer routing
layer / vias to the layer above / wire length (um) / GRT usage, %
li1: 3942 / - / -
met1: 3859 / 12920 / 49.71
met2: 291 / 11570 / 40.65
met3: 48 / 1988 / 7.059
met4: 0 / 693 / 6.751
met5: - / 0 / 0
## cell usage in the layout, fill, tap and decap left out, types with 4 or more instances in the layout
cell type / instances
sky130_fd_sc_hd__inv_1: 13
sky130_fd_sc_hd__xnor2_1: 20
sky130_fd_sc_hd__nand3_1: 36
sky130_fd_sc_hd__and2_1: 13
sky130_fd_sc_hd__a21oi_1: 50
sky130_fd_sc_hd__mux2i_1: 25
sky130_fd_sc_hd__a31oi_1: 46
sky130_fd_sc_hd__or3_1: 6
sky130_fd_sc_hd__nor3_2: 4
sky130_fd_sc_hd__buf_4: 22
sky130_fd_sc_hd__a2111oi_0: 4
sky130_fd_sc_hd__nor3_1: 11
sky130_fd_sc_hd__and4_1: 4
sky130_fd_sc_hd__and3_1: 17
sky130_fd_sc_hd__mux2_2: 4
sky130_fd_sc_hd__o21bai_1: 9
sky130_fd_sc_hd__o211ai_1: 8
sky130_fd_sc_hd__dfrtp_1: 160
sky130_fd_sc_hd__a22oi_1: 4
sky130_fd_sc_hd__o31ai_1: 15
sky130_fd_sc_hd__nand4_1: 15
sky130_fd_sc_hd__nand2_2: 4
sky130_fd_sc_hd__nor2_1: 42
sky130_fd_sc_hd__xor2_1: 17
sky130_fd_sc_hd__xnor2_4: 6
sky130_fd_sc_hd__inv_6: 6
sky130_fd_sc_hd__o2bb2ai_1: 5
sky130_fd_sc_hd__a21o_1: 4
sky130_fd_sc_hd__inv_8: 4
sky130_fd_sc_hd__o41ai_1: 16
sky130_fd_sc_hd__nand2_1: 283
sky130_fd_sc_hd__clkbuf_16: 17
sky130_fd_sc_hd__nor4_1: 5
sky130_fd_sc_hd__a211oi_1: 17
sky130_fd_sc_hd__clkdlybuf4s50_1: 69
sky130_fd_sc_hd__o21ai_0: 44
sky130_fd_sc_hd__ha_1: 23
## registers in the layout, summed over array words and instances, names as in the netlist
| signal | cells |
|---|---|
| data_register | 72 |
| error_corrected | 1 |
| bit_count | 7 |
| error_detected | 1 |
| frequent_errors | 1 |
| non_correctable_errors_history | 7 |
| data_out | 64 |
| correctable_errors_history | 7 |
## worst max-delay path by stage
| stage | slack (ns) | start | to | cells past startpoint |
|---|---|---|---|---|
| CTS | 5.77 | data_register[6]$_DFFE_PP0P_ | data_out[34]$_DFFE_PP0N_ | 11 |
| global route | 5.42 | data_register[6]$_DFFE_PP0P_ | data_out[34]$_DFFE_PP0N_ | 11 |
| finish | 5.69 | data_register[6]$_DFFE_PP0P_ | data_out[34]$_DFFE_PP0N_ | 11 |
## power groups by stage
stage	Combinational (W)	Sequential (W)	Clock (W)
CTS	0.000510	0.000591	0.000577
global route	0.000549	0.000592	0.000601
finish	0.000520	0.000591	0.000564
Power figures rest on the tool's default switching activity, not on a simulated workload.
